==> design.v <==
module axi_lite_slave #(
    parameter ADDR_WIDTH = 4,
    parameter DATA_WIDTH = 32
)(
    input  logic                   clk,
    input  logic                   resetn,
    input  logic [ADDR_WIDTH-1:0]  AWADDR,
    input  logic                   AWVALID,
    output logic                   AWREADY,
    input  logic [DATA_WIDTH-1:0]  WDATA,
    input  logic                   WVALID,
    output logic                   WREADY,
    output logic [1:0]             BRESP,
    output logic                   BVALID,
    input  logic                   BREADY,
    input  logic [ADDR_WIDTH-1:0]  ARADDR,
    input  logic                   ARVALID,
    output logic                   ARREADY,
    output logic [DATA_WIDTH-1:0]  RDATA,
    output logic [1:0]             RRESP,
    output logic                   RVALID,
    input  logic                   RREADY
);
    logic [DATA_WIDTH-1:0] mem[0:(1<<ADDR_WIDTH)-1];
    logic [ADDR_WIDTH-1:0] awaddr_q;
    logic [DATA_WIDTH-1:0] wdata_q;
    logic aw_latched;
    logic w_latched;
    logic write_pending;  
    always_ff @(posedge clk or negedge resetn) begin
        if (!resetn) begin
            AWREADY <= 1'b0;
        end
        else begin
            AWREADY <= (AWVALID && !aw_latched && !write_pending);
        end
    end
    always_ff @(posedge clk or negedge resetn) begin
        if (!resetn) begin
            awaddr_q  <= '0;
            aw_latched <= 1'b0;
        end
        else begin
            if (AWVALID && AWREADY) begin
                awaddr_q   <= AWADDR;
                aw_latched <= 1'b1;
            end
            else if (write_pending && BVALID && BREADY) begin
                aw_latched <= 1'b0;
            end
        end
    end
    always_ff @(posedge clk or negedge resetn) begin
        if (!resetn) begin
            WREADY <= 1'b0;
        end
        else begin
            WREADY <= (WVALID && !w_latched && !write_pending);
        end
    end
    always_ff @(posedge clk or negedge resetn) begin
        if (!resetn) begin
            wdata_q   <= '0;
            w_latched <= 1'b0;
        end
        else begin
            if (WVALID && WREADY) begin
                wdata_q   <= WDATA;
                w_latched <= 1'b1;
            end
            else if (write_pending && BVALID && BREADY) begin
                w_latched <= 1'b0;
            end
        end
    end
    always_ff @(posedge clk or negedge resetn) begin
        if (!resetn) begin
            write_pending <= 1'b0;
            BVALID        <= 1'b0;
            BRESP         <= 2'b00;
        end
        else begin
            if (aw_latched && w_latched && !write_pending) begin
                mem[awaddr_q] <= wdata_q;
                write_pending <= 1'b1;
                BVALID        <= 1'b1;   
                BRESP         <= 2'b00;  
            end
            else if (BVALID && BREADY) begin
                write_pending <= 1'b0;
                BVALID        <= 1'b0;
            end
        end
    end
    always_ff @(posedge clk or negedge resetn) begin
        if (!resetn) begin
            ARREADY <= 1'b0;
        end
        else begin
            ARREADY <= (ARVALID && !RVALID);
        end
    end
    always_ff @(posedge clk or negedge resetn) begin
        if (!resetn) begin
            RVALID <= 1'b0;
            RDATA  <= '0;
            RRESP  <= 2'b00;
        end
        else begin
            if (ARVALID && ARREADY) begin
                RDATA <= mem[ARADDR];
                RRESP <= 2'b00;
                RVALID <= 1'b1;
            end
            else if (RVALID && RREADY) begin
                RVALID <= 1'b0;
            end
        end
    end
endmodule
==> run.sh <==
#!/bin/bash
# OpenROAD 26Q1-2900-gdf79404cd8, Yosys 0.63+post, stock flow scripts
make -C /OpenROAD-flow-scripts/flow DESIGN_CONFIG=/design/flow/config.mk WORK_HOME=/design/flow/orfs finish
==> config.mk <==
export PLATFORM = sky130hd
export DESIGN_NAME = axi_lite_slave
export DESIGN_NICKNAME = axi_lite_slave
export VERILOG_FILES = /design/flow/design.v
export SDC_FILE = /design/flow/constraint.sdc
export NUM_CORES = 4
export LEC_CHECK = 1
export CORE_UTILIZATION = 50
==> constraint.sdc <==
current_design axi_lite_slave

set clk_period 4.4
set clk_io_pct 0.2

create_clock -name clk0 -period $clk_period [get_ports {clk}]

set non_clock_inputs [all_inputs -no_clocks]
set_input_delay [expr $clk_period * $clk_io_pct] -clock clk0 $non_clock_inputs
set_output_delay [expr $clk_period * $clk_io_pct] -clock clk0 [all_outputs]
==> impl_metrics.json <==
{
  "fin_crit_sh_pct": 62.2,
  "instances_no_fill": 2051,
  "worstPathMaxFanout": 21,
  "wire_per_inst_um": 26.1,
  "fmax_ghz": 0.365,
  "post-place-ws_ns": 1.14,
  "num_vias": 12300,
  "syn-mean-instance-area_um2": 17.0,
  "edf_count": 512,
  "ys_types": 52,
  "clock_sinks": 587,
  "fin_tns_setup_ns": 0,
  "die_w_um": 213,
  "synth.mux.area_fraction_pct": 3.99,
  "gp_congestion": 0.873,
  "critPathLaunchType": "flop",
  "synth_flop_count": 587,
  "grt_max_degree": 41,
  "netlist.area_leader.share_pct": 69.3,
  "regToRegSetupSlack_ns": 1.66,
  "reg2reg_depth": 5,
  "rsz0062_at_grt": "false",
  "first_iter_violations": 774,
  "ys_sh_simple_pct": 3.90,
  "wirelength_um": 53500,
  "crit_type": "reg -> reg",
  "period_minus_slack_ns": 2.74,
  "ys_warn_count": 2,
  "setup_viol": 0,
  "adder_share_pct": 0,
  "rr_endpoint": "mem[14][17]$_DFFE_PP_",
  "die-area_um2": 45200,
  "cp_num_buf_inv": 1,
  "cp_top_family": "simple AND/OR/NAND/NOR gates",
  "worstPathArrival_ns": 3.00,
  "compound_area_share_pct": 11.9,
  "grt_pass1_vias": 12900,
  "slowest_delay_ns": 0.58,
  "num_antenna_cells": 0,
  "path_cells": "nand2_1 -> nor3b_1 -> nand3b_1 -> nor2_4 -> buf_4",
  "path_clk_slew_ns": 0.06,
  "fp_util_pct": 51.1,
  "viasPerCell": 6.01,
  "rows": 76,
  "clockBufferDepth": 3,
  "syn_area_um2": 22200,
  "status": "finished clean",
  "worst_pin_slew_ns": 0.969,
  "relSlewSlack_pct": 35.1,
  "warning_count": 25,
  "cts_inserted_buffers": 57,
  "endpoint_kind": "flop",
  "syn_inst": 1306,
  "drive_gt1_share_pct": 15.9,
  "first_pass_iters": 5,
  "fin_ws_ns": 1.66,
  "postCtsHoldBufs": 0,
  "topCellsByArea": "edfxtp_1 (69%), dfrtp_1 (8.5%), a22oi_1 (4.6%)",
  "placedCellCount": 1943,
  "power_density_nw_per_um2": 545,
  "fillers": 3194,
  "hold_path_class": "in -> async",
  "synth_seq_share_pct": 77.8,
  "final_cell_mix": "edfxtp_1 (512), a22oi_1 (137), clkdlybuf4s50_1 (78)",
  "synthArstFlopShare_pct": 12.8,
  "r2r-start": "w_latched$_DFFE_PN0P_",
  "grt_pass1_wl_um": 80200,
  "final_core_util_pct": 59.1,
  "mostFrequentLayoutCell": "edfxtp_1",
  "ys_chip_area_um2": 22200,
  "fin_total_pwr_w": 0.0140,
  "ant_nets": 0,
  "largest_area_cell": "edfxtp_1",
  "area_delta_synth_final_pct": 15.8,
  "ys_cells": 1306,
  "cts_resized": 0,
  "postCtsSetupRepairBufs": 0,
  "htree_levels": 2,
  "clock_latency_ns": 0.62,
  "dp_hpwl_um": 30100,
  "clock_skew_ns": 0.0242,
  "hold_violations": 0,
  "drc": 0,
  "comb_area_um2": 4550,
  "synth_top_flop_cell": "edfxtp_1",
  "worst_ep_required_time_ns": 4.66,
  "max-cap-violations": 0,
  "report.final.slew_viol_count": 0,
  "grt_overflow_total": 0,
  "io_pins": 88,
  "top_logic_kind": "AND-OR/OR-AND gates",
  "placement.io_buffers": 83,
  "ir_drop_mv": 0.420,
  "coreArea_um2": 43500,
  "cts_root_buffer": "clkbuf_16",
  "xor_share_pct": 0,
  "slowest_stage": "nor2_4",
  "grt_use_total_pct": 27.4,
  "antenna_found_initial": 0,
  "die_h_um": 213,
  "cts_tree": "yes",
  "p_leak_nw": 8.37,
  "seq_area_um2": 17300
}
[sequential cells by signal (all words and copies together), names as in the netlist]
signal / count
ARREADY: 1
AWREADY: 1
BVALID: 1
RDATA: 32
RVALID: 1
WREADY: 1
aw_latched: 1
awaddr_q: 4
mem: 512
w_latched: 1
wdata_q: 32
[final cells by class]
cell class | instances | area share [%]
multi-input cells | 632 | 17.7
clock inverters | 30 | 1.36
flip-flops and latches | 587 | 67.1
inverters | 5 | 0.0828
clock buffers | 78 | 6.17
well taps | 585 | 2.85
repair buffers | 134 | 4.69
[per-stage QoR]
| stage | hold WS [ns] | cell area, µm² |
|---|---|---|
| after floorplan | 0.403 | 22200 |
| after global placement | 0.437 | 23800 |
| after detailed placement | 0.449 | 23800 |
| after CTS | 0.399 | 25700 |
| after global routing | 0.416 | 25700 |
| final | 0.380 | 25700 |
[logic make-up (layout without fill, tap and decap cells)]
group           Yosys count  count (layout)
flops                   587             587
compound gates          373             373
simple gates            173             173
buf+inv                  90             247
mux                      82              82
other cells               1               4
[worst register-to-register path: cells and delay by family, from the launching register on]
family | cells | cell delay, ns
AND/OR/NAND/NOR | 4 | 1.50
buffers and inverters | 1 | 0.49
flip-flops | 1 | 0.37
[synthesized netlist by cell type (13+ instances only)]
| library cell | count |
|---|---|
| a21oi_1 | 42 |
| o21ai_1 | 13 |
| clkbuf_1 | 17 |
| mux2i_1 | 31 |
| nor2_1 | 62 |
| mux2_2 | 49 |
| o21ai_0 | 31 |
| nand2_1 | 33 |
| buf_2 | 31 |
| edfxtp_1 | 512 |
| a22o_1 | 19 |
| nand2b_1 | 13 |
| a2111oi_0 | 19 |
| a22oi_1 | 137 |
| buf_4 | 21 |
| o22ai_1 | 54 |
| a31oi_1 | 15 |
| nand3_1 | 21 |
| dfrtp_1 | 75 |
[worst max path at each step]
| stage | start | endpoint | slack, ns | cells after the start |
|---|---|---|---|---|
| finish | w_latched$_DFFE_PN0P_ | mem[14][17]$_DFFE_PP_ | 1.66 | 5 |
| global route | aw_latched$_DFFE_PN0P_ | mem[14][23]$_DFFE_PP_ | 1.49 | 5 |
| CTS | aw_latched$_DFFE_PN0P_ | mem[14][17]$_DFFE_PP_ | 1.68 | 5 |
[metal layers]
layer / wire length [µm] / vias up / GRT usage [%]
met1: 20100 / 6060 / 40.7
met2: 25000 / 706 / 38.9
met4: 1080 / 0 / 5.09
met5: 0 / - / 0
li1: - / 5483 / -
met3: 7290 / 82 / 16.5
[report_power, final]
| group | switching (W) | total (W) | leakage (nW) | internal (W) |
|---|---|---|---|---|
| sequential | 0.000833 | 0.00799 | 5.49 | 0.00716 |
| combinational | 0.000511 | 0.00101 | 1.94 | 0.000500 |
| clock | 0.00205 | 0.00499 | 0.944 | 0.00294 |
| total | 0.00340 | 0.0140 | 8.37 | 0.0106 |
Power figures rest on the tool's default switching activity, not on a simulated workload.
